===== /design/flow/config.mk =====
export PLATFORM = sky130hd
export DESIGN_NAME = servo
export DESIGN_NICKNAME = servo
export VERILOG_FILES = /design/flow/design.v
export SDC_FILE = /design/flow/constraint.sdc
export NUM_CORES = 4
export LEC_CHECK = 1
export CORE_AREA = 10 10 110 110
export DIE_AREA = 0 0 120 120

===== /design/flow/constraint.sdc =====
current_design servo

set clk_period 2.1
set clk_io_pct 0.2

create_clock -name clk0 -period $clk_period [get_ports {clk}]

set non_clock_inputs [all_inputs -no_clocks]
set_input_delay [expr $clk_period * $clk_io_pct] -clock clk0 $non_clock_inputs
set_output_delay [expr $clk_period * $clk_io_pct] -clock clk0 [all_outputs]

===== /design/flow/design.v =====
module	divisorfrecgen	(input clk , output	reg	CLKOUT3	);  
  parameter top=9'b100010101; 
  reg [8:0] count_278;
	initial
	begin
		CLKOUT3=1'b0;
		count_278=0;
	end
	always @(posedge clk)
	begin
		count_278 <= count_278 + 1;
      if(count_278 == top)
		begin
			count_278<=0;
			CLKOUT3 <= ~CLKOUT3;
		end
	end
endmodule
module	generadorpmw3(
			input CLKOUT3,
			input [7:0]grados,
			output PMW3
			);
reg [11:0] counter = 0;
always@(posedge CLKOUT3) 
 begin
      if(counter<1800) counter<= counter +1;
      else counter <= 0;
end
assign PMW3 = (counter<(grados+8'b00101101)) ? 1:0;
endmodule
module servo( 
    input clk,
    input [7:0]dutty, 
	 output CLKOUT3,
	 output PWM3
	 );
reg [7:0] grados;	 
always @(posedge clk) begin
		  case(dutty) 
	 8'b111111110:   grados=8'b00000000;  
	 8'b111111101:   grados=8'b01011010;  
	 8'b111111011:   grados=8'b10110100;  
	 default:        grados=8'b00000000;  
	 endcase
	 end
divisorfrecgen  divisorfrec225  (.clk(clk),.CLKOUT3(CLKOUT3));   
generadorpmw3    generadorpmw225    ( .CLKOUT3(CLKOUT3),.grados(grados),.PMW3(PWM3));
endmodule

===== /design/flow/run.sh =====
#!/bin/bash
# OpenROAD 26Q1-2900-gdf79404cd8, Yosys 0.63+post, stock flow scripts
make -C /OpenROAD-flow-scripts/flow DESIGN_CONFIG=/design/flow/config.mk WORK_HOME=/design/flow/orfs finish

==> metrics.cfg <==
[setup_path]
cpPeakStageDelay_ns = 0.32
critPathKind = flop to output port
path_cells = inv_2 -> ha_4 -> inv_2 -> a21oi_2 -> xnor2_1 -> ha_1 -> a21oi_2 -> o21ai_1 -> a31oi_1 -> buf_2
r2r-start = divisorfrec225.count_278[6]
start_kind = flop
arrival_ns = 1.78
cp_slowest_cell = dfxtp_2
critPathCaptureType = output port
critPathLaunch = generadorpmw225.grados[5]
critPathBufInv = 3
crit_fanout = 2
crit_family = adder cells
crit_required_ns = 1.68

[synth]
syn_inst = 138
ys_async_sr_fraction_pct = 0
yosysWarnings = 6
ys_cells = 138
synthTopCellsByArea = dfxtp_1 39%, ha_1 14%, xnor2_1 7.0%
post-synth-top-count-cell = dfxtp_1
top_cells_by_count = 24 x dfxtp_1, 21 x nor2_1, 14 x ha_1, 10 x nand3_1, 10 x xnor2_1
synth_area_mm2 = 0.00124
ys_chip_area_mm2 = 0.00124
syn_area_per_cell_um2 = 9.00
postSynthSeqShare_pct = 41.1
ys.flops = 25
netlist.area_leader.share_pct = 38.7
edf_count = 1
synth_cell_type_count = 27
ff_type = dfxtp_1
top_area_cell = dfxtp_1

[final_layout]
drive_above_1_share_pct = 11.5
post-route-util_pct = 16.4
areaGrowthSynthToFinish_pct = 28.9

[final_timing]
setup_violations = 1
untimed_endpoints = 11
fmax_ghz = 0.455
finalClockSkew_ns = 0.00372
unclocked_pins = 12
setup_tns_ns = -0.0999
hold_viol = 0
min_period_over_period_pct = 105
setup_slack_ns = -0.0999
fin_crit_ns = 2.20
rsz0062_at_grt = yes
slew_violations = 0

[floorplan]
fp_util_pct = 12.7
rows = 36
coreArea_mm2 = 0.00977
ios = 11
die_x_um = 120
die_h_um = 120
die-area_mm2 = 0.0144

[clock_tree]
cts_setup_buffers = 0
ctsHtreeMaxLevel = 1
clock_path_buffers = 2
cts_tree = built
cts_made_buffers = 3
clock_latency_ns = 0.24
root_buffer = clkbuf_8
path_clk_slew_ns = 0.05

[detailed_routing]
drt_iter0_drc = 26
num_vias = 934
wl_per_cell_um = 7.35
dr.pass1.iters = 4
drc_errors = 0
vias_per_cell = 3.23
n_antenna_cell = 0
final_antenna_net_count = 0
drt-total-wl_mm = 2.12

[power_and_ir_drop]
power_leakage_nw = 0.615
pwr-share-seq_pct = 51.7
power_uw = 484
irDropWorstVdd_mv = 0.177
power.density_mw_per_mm2 = 302
pwr-share-comb_pct = 4.1
power.internal_uw = 399
switching_share_pct = 17.6
clkPwrFrac_pct = 44.2
p_sw_uw = 85.3

[outcome]
violations = setup timing
status = finished with violations

[placement]
io_buffers = 10
routabilityCongestion = 0.774
dp_hpwl_mm = 1.68

[global_route]
grt_first_pass_wirelength_mm = 3.66
grt_usage_pct = 2.92
grt_overflow_total = 0
antenna_found_initial = 0
grt_pass1_vias = 861
grt_start_max_net_pins = 14

[min_path]
hp-class = flop to flop
worstHoldStart = divisorfrec225.count_278[0]

[flow_run]
openroad.warnings = 30
cap_viol_max_count = 0

power by group through the flow:
stage	combinational, mW	sequential [mW]	clock [mW]
finish	0.0199	0.250	0.214
global route	0.0222	0.250	0.232
CTS	0.0202	0.250	0.221
through the flow:
step,hold slack [ns],area [um2],cells,worst slack (ns)
floorplan,0.445,1240,138,0.188
global route,0.507,1600,289,-0.235
CTS,0.487,1600,289,-0.112
finish,0.484,1600,289,-0.0999
global placement,0.466,1540,285,-0.322
detailed placement,0.473,1540,285,-0.359
kinds of logic after synthesis:
family	count (synthesis)	share of synthesized area, %
simple gates	56	21.8
flops	25	41.1
xor+xnor	17	12.0
compound gates	15	7.15
fa+ha+maj	14	14.1
buf+inv	10	3.63
other cells	1	0.302
area by class of cell:
type | count | area, um2
multi-input combinational | 103 | 707
inverter | 8 | 30.0
fill | 1099 | 8170
clock buffer | 4 | 45.0
tap | 133 | 166
sequential | 25 | 513
timing repair buffer | 16 | 140
sequential cells by signal (all words and copies together) (netlist names):
signal,cells
generadorpmw225.grados,3
generadorpmw225.counter,12
divisorfrec225.CLKOUT3,1
divisorfrec225.count_278,9
timing repair:
action	in CTS	in global routing
cloned	0	0
gates resized	14	0
setup endpoints to repair	1	1
pin swaps	6	0
hold endpoints to repair	0	0
hold buffers	0	0
worst reg2reg max path, delay by kind of cell, from the launching register on:
family	cells	cell delay, ns
and+or+nand+nor	2	0.64
DFF	1	0.34
cells in the final DEF (no fill, tap or decap), types with 2 or more instances in the layout:
master           instances
nor2_1                  21
and4_1                   2
xor2_1                   7
clkdlybuf4s50_1          9
clkbuf_8                 3
a21oi_2                  2
nand2b_1                 3
inv_1                    5
nand2_1                  8
nor3_1                   2
a21o_1                   2
dfxtp_1                 22
nand3_1                 10
dfxtp_2                  2
o21ai_1                  2
xnor2_1                 10
nor4_1                   3
nand4_1                  3
buf_4                    6
a21oi_1                  5
ha_1                    13
inv_2                    3
routing by layer:
layer / routed length [um] / track usage, % / up-vias
met5: 0 / 0 / -
met4: 0 / 0.0754 / 0
met3: 90 / 1.00 / 0
met2: 996 / 4.95 / 5
met1: 1040 / 3.72 / 423
li1: - / - / 506
final timing paths:
path | endpoint | slack [ns] | cells past startpoint
worst max-delay path | PWM3 | -0.1 | 10
worst min-delay path | divisorfrec225.count_278[0] | 0.48 | 1
worst max register to register | divisorfrec225.CLKOUT3 | 0.80 | 2
worst min register to register | divisorfrec225.count_278[0] | 0.48 | 1
Power and IR drop assume default switching activity.
