$ cat /design/flow/config.mk
export PLATFORM = sky130hd
export DESIGN_NAME = generadorpmw2
export DESIGN_NICKNAME = generadorpmw2
export VERILOG_FILES = /design/flow/design.v
export SDC_FILE = /design/flow/constraint.sdc
export NUM_CORES = 4
export LEC_CHECK = 1
export CORE_AREA = 10 10 76 76
export DIE_AREA = 0 0 86 86
$ cat /design/flow/constraint.sdc
current_design generadorpmw2

set clk_period 2.5
set clk_io_pct 0.2

create_clock -name clk0 -period $clk_period [get_ports {CLKOUT2}]

set non_clock_inputs [all_inputs -no_clocks]
set_input_delay [expr $clk_period * $clk_io_pct] -clock clk0 $non_clock_inputs
set_output_delay [expr $clk_period * $clk_io_pct] -clock clk0 [all_outputs]
$ cat /design/flow/design.v
module	generadorpmw2(
			input CLKOUT2,
			input [7:0]grados,
			output PMW2
			);
reg [11:0] counter = 0;
always@(posedge CLKOUT2) 
 begin
      if(counter<2000) counter<= counter +1;
      else counter <= 0;
end
assign PMW2 = (counter<(grados+8'b00111100)) ? 1:0;
endmodule
$ cat /design/flow/run.sh
#!/bin/bash
# OpenROAD 26Q1-2900-gdf79404cd8, Yosys 0.63+post, stock flow scripts
make -C /OpenROAD-flow-scripts/flow DESIGN_CONFIG=/design/flow/config.mk WORK_HOME=/design/flow/orfs finish
==> Changelog: implementation <==
### Changed

* Run status: complete, no violations
* Initial antenna violation count at 0
* Flip-flop count of the largest register after layout at 12
* FF/Latch Area at 240 sq um
* Cycle use final at 96.7%
* Power per cell area at 461 nW/um^2
* Crit path DAT at 1.92 ns
* Syn Area/Cell at 8.49 sq um
* Max Clock Skew at 0.00203 ns
* Max-slew violations at 0
* Chip area at 7400 sq um
* Die Y at 86 microns
* ANT cells at 0
* Reg-to-reg critical path startpoint: counter[0]$_SDFF_PP0_
* Crit-path max FO at 2
* Post-route ant nets at 0
* Latency at later pin at 0.24 ns
* Max rail drop VDD at 0.115 mV
* Pleak at 0.416 nW
* WHS Endpoint: counter[10]$_SDFF_PP0_
* Largest net degree at the start of global routing at 12
* DR pass1 iterations at 5
* Synthesized instance count at 87
* Chip area line of the yosys report at 738 sq um
* Synthesized flop and latch total at 12
* First-pass GRT wire length at 2.58 mm
* Gr ovfl total at 0
* Worst path slowest cell: o41ai_4
* Clock slew at reported path FFs at 0.05 ns
* GRT Total Usage at 4.08%
* Final hold violation count at 0
* Min Tclk post-route at 2.42 ns
* Via count at 647
* CTS tree: done
* Post-synth seq share at 32.5%
* Share of layout cells above drive strength 1 at 24.8%
* Routed len/inst at 10.3 microns
* Hold buffers post-CTS at 0
* Post-DP HPWL at 1.19 mm
* # port buffers at 9
* Max Fclk at 0.414 GHz
* Total core area at 4120 sq um
* I/O Pins at 10
* Vias in the first global route at 593
* Area Growth Syn to Fin at 41.4%
* Tally of yosys warning messages at 1
* MI comb area at 532 sq um
* Clk sink count at 12
* Most frequent CP cell: a21oi_2
* Reg-to-Reg End: counter[8]$_SDFF_PP0_
* Clock Tree Buf Depth at 2
* Setup ws final at 0.0817 ns
* Rows at 23
* Hold wc startpoint: counter[10]$_SDFF_PP0_
* WS Path Type: input port to output port
* Biggest regs: counter (12)
* Die span in x at 86 microns
* CP Cell Sequence: buf_8 > o41ai_4 > xor2_1 > ha_1 > a21oi_2 > o221ai_2 > a21oi_2 > buf_2
* Inserted Clock Buffers at 3
* Slowest Stage Delay on Critical Path at 0.34 ns
* Flop2flop setup slack at 1.05 ns
* H-tree depth at 1
* Worst hold path class: flop to flop
* Distinct lib cells at 27
* Fin Hold WS at 0.464 ns
* Root buffer cell: clkbuf_8
* Final setup vio count at 0
* Tool Warnings at 25
* Crit end category: output port
* Yosys stat cell total at 87
* Final core occ at 25.4%
* WL final at 1.60 mm
* Via density at 4.17
* Iter 0 DRT Violations at 14
* Pre-CTS setup slack at -0.751 ns
* Register-to-Register Path Depth at 4
* Drt drc at 0
* Cell Area, Synth at 738 sq um
* Required time worst endpoint at 2.00 ns
* Number of fill cells at 441
* RePlAce Congestion at 0.826
* Floorplan core density at 17.9%
* Biggest register: counter
* Hold path depth at 2
* CP Launch Type: input port
* # Max-Cap Violations at 0
==> power breakdown <==
| group | leakage, nW | internal, mW | switching, mW |
|---|---|---|---|
| Clock | 0.0288 | 0.139 | 0.0674 |
| Combinational | 0.289 | 0.0392 | 0.0339 |
| Sequential | 0.0977 | 0.197 | 0.00545 |
==> final cells by class <==
| class | instances | share of cell area [%] |
|---|---|---|
| Clock buffer | 4 | 5.28 |
| Sequential cell | 12 | 23.0 |
| Multi-Input combinational cell | 68 | 51.0 |
| Timing Repair Buffer | 15 | 12.6 |
| Tap cell | 50 | 6.00 |
| Inverter | 6 | 2.16 |
==> timing repair <==
item / in CTS / in global routing
setup endpoints to repair: 1 / 1
buffers inserted: 0 / 1
gates resized: 23 / 12
pin swaps: 8 / 9
==> routing by layer <==
layer | vias up | routed length [microns] | share of wire (%) | track usage [%]
met5 | - | 0 | 0 | 0
met4 | 0 | 0 | 0 | 0.898
met3 | 0 | 63 | 3.9 | 1.33
met2 | 13 | 666 | 42 | 5.68
met1 | 284 | 870 | 54 | 5.90
li1 | 350 | - | - | -
==> cell usage after synthesis, drive strengths merged <==
cell type	count	area share [%]
dfxtp	12	33
ha	10	17
a21oi	9	6.6
nor2	7	3.6
inv	6	3.1
nand2	6	3.1
nand3	5	4.1
o21ai	5	3.4
or3	4	3.4
xnor2	4	4.7
xor2	3	3.6
nand4	2	1.7
o31ai	2	2.0
or4	2	2.5
a211oi	1	1.0
clkbuf	1	0.51
conb	1	0.51
nor2b	1	0.85
nor3	1	0.68
nor4	1	0.85
o211ai	1	1.0
o21bai	1	1.0
o221ai	1	1.2
o41ai	1	1.2
==> critical path, delay by kind of cell <==
kind | cells | cell delay, ns
xor+xnor | 1 | 0.19
compound gates | 4 | 0.74
buf+inv | 2 | 0.21
fa+ha+maj | 1 | 0.28
==> kinds of logic (layout without fill, tap and decap cells) <==
kind of cell / Yosys count / count (layout) / synth area share (%)
and+or+nand+nor: 29 / 29 / 20.7
AOI/OAI and AO/OA: 21 / 21 / 17.5
DFF: 12 / 12 / 32.5
adders and majority gates: 10 / 10 / 16.9
xor gates and xnor gates: 7 / 7 / 8.31
buffers and inverters: 7 / 25 / 3.56
other: 1 / 1 / 0.508
==> metrics by stage <==
step / power (mW) / area, sq um / instances / setup TNS, ns
6_report: 0.481 / 1040 / 155 / 0
2_1_floorplan: 0.238 / 738 / 87 / 0
3_3_place_gp: 0.269 / 925 / 150 / -0.732
4_1_cts: 0.479 / 985 / 154 / 0
3_5_place_dp: 0.269 / 925 / 150 / -0.751
5_1_grt: 0.510 / 1040 / 155 / -0.00971
==> placed cells by master (no fill, tap or decap), types with 2 or more instances in the layout <==
| cell type | count |
|---|---|
| dfxtp_1 | 12 |
| ha_1 | 10 |
| nor2_1 | 7 |
| nand2_1 | 6 |
| inv_1 | 6 |
| o21ai_0 | 5 |
| a21oi_1 | 5 |
| buf_4 | 5 |
| a21oi_2 | 4 |
| or3_1 | 4 |
| clkbuf_8 | 4 |
| nand3_1 | 3 |
| xor2_1 | 3 |
| xnor2_1 | 3 |
| buf_2 | 3 |
| nand3_2 | 2 |
| nand4_1 | 2 |
| o31ai_1 | 2 |
| clkdlybuf4s50_1 | 2 |
| buf_6 | 2 |
==> worst max path at each step <==
stage     startpoint   end  cells past startpoint
4_1_cts    grados[4]  PMW2                      9
5_1_grt    grados[4]  PMW2                      8
6_report   grados[4]  PMW2                      8
Power figures rest on the tool's default switching activity, not on a simulated workload.
