File: design/flow/constraint.sdc
current_design generadorpmw

set clk_period 2.5
set clk_io_pct 0.2

create_clock -name clk0 -period $clk_period [get_ports {CLKOUT1}]

set non_clock_inputs [all_inputs -no_clocks]
set_input_delay [expr $clk_period * $clk_io_pct] -clock clk0 $non_clock_inputs
set_output_delay [expr $clk_period * $clk_io_pct] -clock clk0 [all_outputs]
File: design/flow/config.mk
export PLATFORM = sky130hd
export DESIGN_NAME = generadorpmw
export DESIGN_NICKNAME = generadorpmw
export VERILOG_FILES = /design/flow/design.v
export SDC_FILE = /design/flow/constraint.sdc
export NUM_CORES = 4
export LEC_CHECK = 1
export CORE_AREA = 10 10 77 77
export DIE_AREA = 0 0 87 87
File: design/flow/design.v
module	generadorpmw(
			input CLKOUT1,
			input [7:0]grados,
			output PMW1
			);
reg [11:0] counter = 0;
always@(posedge CLKOUT1) 
 begin
      if(counter<3600) counter<= counter +1;
      else counter <= 0;
end
assign PMW1 = (counter<(grados+8'b10110100)) ? 1:0;
endmodule
File: design/flow/run.sh
#!/bin/bash
# OpenROAD 26Q1-2900-gdf79404cd8, Yosys 0.63+post, stock flow scripts
make -C /OpenROAD-flow-scripts/flow DESIGN_CONFIG=/design/flow/config.mk WORK_HOME=/design/flow/orfs finish
==> deck_impl_summary.md <==
Physical Implementation Snapshot

Logic synthesis
  • Yosys top cell by instances: dfxtp_1
  • Top cells by area: dfxtp_1, ha_1, a21oi_1, xnor2_1, or4_1
  • Sequential-to-total area share from yosys stat: between 30% and 40%
  • Yosys warns: 1
  • Number of enable flip-flop cells: 0
  • Commonest flop: dfxtp_1
  • Cell count after synthesis: 89
  • Top-area cell type share of the netlist area: just over 30%
  • Ys cells: between 80 and 90
  • Registers, synthesis: 12
  • Synth area leader: dfxtp_1
  • Syn avg cell area: between 8 and 9 um2
  • Area reported by Yosys stat: between 700 and 800 um2
  • Synth unique cells: 26
  • Asr flop ratio synth: 0%
  • Syn Std Cell Area: slightly below 800 um2
  • Post-synth top cells: dfxtp_1, a21oi_1, ha_1

Timing
  • Finish-stage setup viols: 0
  • Cycle use final: 99.3%
  • Final hold vios: 0
  • Unrepaired setup endpoints after global routing: yes
  • Minimum hold slack: about 480 ps
  • Clock skew: ~7.4 ps
  • Min cycle time layout: roughly 2500 ps
  • Setup TNS: 0 ps
  • Rel. slew slack: between 70% and 80%
  • Slew Limit Fails: 0
  • Worst Tran Pin Value: approximately 430 ps
  • Fmax: 403 MHz

Clock network
  • Clk latency of the worst-skew pair: about 240 ps
  • TritonCTS clock tree: yes
  • CTS Root Cell: clkbuf_8
  • CTS clk-pin slew, worst paths: 60 ps
  • Max clock buf depth: 2
  • # hold bufs at CTS: 0
  • H-tree levels: 1
  • CTS Sinks: 12
  • TritonCTS Buffers: 3

Status
  • Outcome: completed

Job
  • Max Cap Viol: 0
  • Tool warnings: 26

Routing
  • WL final: roughly 1.6 mm
  • Pre-antenna DRT Iters: 4
  • Vias post-DR: between 700 and 800
  • Starting DRT DRC Count: 30
  • Routed Antenna Nets: 0
  • Via density: about 4.3
  • WL/cell: 10.1 um
  • Antenna Cells: 0
  • DRC viols: 0

Worst setup path
  • RR Endpoint: counter[9]$_SDFF_PP0_
  • Critical path class: input pin to output pin
  • CP startpoint kind: input pin
  • CP Capture Type: output pin
  • Crit Path Max Fanout: 3
  • Crit Reg-Reg Startpoint: counter[8]$_SDFF_PP0_
  • Flop-to-flop setup slack: 930 ps
  • Worst r2r path cells: 3
  • Arrival @ worst endpoint: 1980 ps
  • Required @ worst endpoint: approximately 2000 ps
  • Crit. Startpoint: grados[5]

Die
  • DIE AREA: about 7600 um2
  • Core area: 4350 um2
  • Row count: 24
  • Die H: 87 um
  • DIE WIDTH: 87 um
  • Io pins: 10
  • Core Util at FP: about 18%

Min path
  • Hold path depth: 1
  • Hold EP: counter[0]$_SDFF_PP0_
  • Min-delay src: counter[0]$_SDFF_PP0_
  • Hold/Removal Path Class: flip-flop to flip-flop

Global routing
  • Vias in the first global route: slightly below 700
  • Largest net degree at the start of global routing: 12
  • Gr usage total: roughly 4.5%
  • Aggregate global routing overflow: 0
  • First-pass GRT wire length: 2.87 mm
  • Initial antenna violation count: 0

Final layout
  • Final instance area: roughly 1100 um2
  • Max FFs per register: 12
  • Utilization after layout: between 20 and 30%
  • Regs by FF count: counter: 12 flops
  • Layout fillers: around 460
  • Area Growth Syn to Fin: 41.1%
  • Top reg by flops: counter
  • Layout cells sized above 1: around a quarter

Place
  • I/O Buffers: 9
  • Placed cell areas: between 900 and 1000 um2
  • Gp weighted congestion: between 0.8 and 0.9
  • Dpl hpwl: around 1.3 mm

Power and ir drop
  • Worst VDD drop: roughly 0.00022 V
  • Pwr dens: ~420 nW/um2
  • Lkg Pwr: 0.496 nW
## placed cells by master (no fill, tap or decap), types with 2 or more instances in the layout
cell type,netlist,final
buf_6,1,3
dfxtp_1,12,12
or3_1,4,3
xnor2_1,4,3
inv_1,4,4
o31ai_1,3,3
nand3_1,5,4
o21ai_0,4,4
clkbuf_8,0,4
a21oi_2,1,3
ha_1,10,9
nor2_1,6,6
or4_1,4,4
nor2b_1,2,2
xor2_1,3,3
a21oi_1,10,8
clkdlybuf4s50_1,0,3
buf_4,0,7
nand2_1,6,6
## power breakdown
group | total [mW] | internal, mW | switching, mW
combinational | 0.0550 | 0.0334 | 0.0216
sequential | 0.191 | 0.191 | 0
clock | 0.211 | 0.139 | 0.0720
total | 0.457 | 0.364 | 0.0935
## worst max-delay path by stage
stage | end | cells after the start
CTS | PMW1 | 8
global route | PMW1 | 9
finish | PMW1 | 8
## critical path, stage by stage
cell and delay (ps):
clkdlybuf4s15_2 200, or3_4 410, xnor2_2 150, ha_1 300, nand3_2 80, o221ai_2 100, a21oi_1 140, buf_2 110
## kinds of logic after synthesis
kind of cell | Yosys count | synth area share [%]
compound gates | 25 | 20.8
fa+ha+maj | 10 | 16.1
buf+inv | 5 | 3.39
xor+xnor | 7 | 7.90
flops | 12 | 31.0
simple gates | 30 | 20.8
## final cells by class
type                       instances  area [um2]  area share (%)
clock buffer                       4        55.1            5.03
inverter                           4        15.0            1.37
multi-input combinational         72         553            50.5
sequential                        12         240            21.9
tap                               52        65.1            5.94
timing repair buffer              18         166            15.2
## through the flow
| step | instances | worst slack, ps | total power [mW] |
|---|---|---|---|
| after floorplan | 89 | 215 | 0.216 |
| after CTS | 162 | 1.94 | 0.462 |
| after global routing | 162 | -65.7 | 0.481 |
| after global placement | 158 | -813 | 0.243 |
| final | 162 | 17.4 | 0.457 |
| after detailed placement | 158 | -861 | 0.243 |
## what timing repair did
item                                    4_1_cts  5_1_grt
buffers inserted                              0        0
cloned                                        0        0
endpoints found under the setup margin        1        1
pin swaps                                    11        3
resized                                      31        1
## layer usage
layer	track usage [%]	wire [um]	vias up
met3	1.70	96	0
met1	6.09	844	316
met4	0.147	0	0
li1	-	-	377
met5	0	0	-
met2	7.00	693	8
Power is estimated from default activity; no workload was simulated.
